==> design.v <==
module single_port_ram(rd_data, wr_data, wr_en, wr_addr, rd_addr, clk);
    input clk, wr_en;
    input [7:0] wr_data;
    input [9:0] wr_addr, rd_addr;
    output [7:0] rd_data;
    reg[7:0] rd_data2;
    reg [7:0] ram_memory[0:1023];
    always @(posedge clk) begin
        if (wr_en) ram_memory[wr_addr] <= wr_data;
        rd_data2 <= ram_memory[rd_addr];
    end
    assign rd_data = rd_data2;
endmodule
==> run.sh <==
#!/bin/bash
# OpenROAD 26Q1-2900-gdf79404cd8, Yosys 0.63+post, stock flow scripts
make -C /OpenROAD-flow-scripts/flow DESIGN_CONFIG=/design/flow/config.mk WORK_HOME=/design/flow/orfs finish
==> config.mk <==
export PLATFORM = sky130hd
export DESIGN_NAME = single_port_ram
export DESIGN_NICKNAME = single_port_ram
export VERILOG_FILES = /design/flow/design.v
export SDC_FILE = /design/flow/constraint.sdc
export NUM_CORES = 4
export LEC_CHECK = 1
export CORE_UTILIZATION = 50
export SYNTH_MEMORY_MAX_BITS = 65536
==> constraint.sdc <==
current_design single_port_ram

set clk_period 24.2
set clk_io_pct 0.2

create_clock -name clk0 -period $clk_period [get_ports {clk}]

set non_clock_inputs [all_inputs -no_clocks]
set_input_delay [expr $clk_period * $clk_io_pct] -clock clk0 $non_clock_inputs
set_output_delay [expr $clk_period * $clk_io_pct] -clock clk0 [all_outputs]
==> results.ini <==
[final_timing]
finalSetupViolCount=0
slew_headroom=0.100
slew_violations=0
rsz0062_at_grt=false
finalHoldViolations=0
fin_skew_ns=0.0694
fin_hold_ws_ns=1.18
min_period_ns=12.00
tightest_slew_ns=1.34
min_period_over_period=0.496
timing.setup.tns_ns=0
fmax_ghz=0.0833

[synth]
yosys-top-cells-area=edfxtp_1, mux4_2, mux2i_1, nor2_1, o221ai_1
synthFlopType=edfxtp_1
edf_count=8192
top_area_frac=0.771
syn_area_um2=319000
async_reset_ff_frac=0
ys.flops=8200
ys_seq_share=0.772
yosys_warnings=1
synth_cells=15228
ys_area_um2=319000
top_area_cell=edfxtp_1
ys_cells=15228
ys_types=81
avgSynthCellArea_um2=21.0

[grt]
grt_pass1_vias=171338
antenna_found_initial=76
grt_usage=0.324
grt-ovfl-total=0
grt_pass1_wl_um=1290000
grt_max_degree=128

[cts]
cts_resized=0
cts_made_buffers=816
cts_tree=done
clkTransAtPathRegs_ns=0.06
clk_latency_ns=1.17
ctsHoldBuffers=0
cts_num_sinks=8200
cts_max_path_buffers=4
root_buffer=clkbuf_16
htree_levels=6
cts_setup_buffers=0

[drt]
drt.antenna.violating_nets=0
vias_per_cell=6.25
drc=0
drt-initial-drc-count=11008
wirelength_um=916000
dr_total_vias=157804
avgRoutedWirePerCell_um=36.3
first_pass_iters=6

[run_status]
status=completed

[pwr]
p_total_uw=29300
ir_drop_uv=89.3
p_leak_uw=0.113
power.density_nw_per_um2=81.9

[layout]
final_cell_mix=edfxtp_1, mux4_2, nor2_1
drive_above_1_share=0.233
area_growth_pct=12.3
mostFrequentLayoutCell=edfxtp_1
post-route-util=0.563
final_cell_count_no_fill=25232
num-fill-cells=45977

[setup_path]
worstPathMaxFanout=65
crit_buf_inv=8
worst-setup-path-type=in -> reg
required_ns=25.31
worst_path_dominant_cell_family=buffers and inverters
slowest_delay_ns=0.83
critical_path_arrival_ns=13.11
end_kind=flop
cp_cell_sequence=buf_16, buf_4, buf_4, buf_4, buf_4, buf_4, buf_4, mux2i_1, o221ai_1, a21oi_1, o21ai_0, nand4_1, buf_4, or3_1, nor4b_1, or4_1
slowest_stage=nor4b_1
startpoint_type=input pin
crit_top_cell=buf_4

[floorplan]
coreArea_um2=636000
num_rows=293
die_w_um=801
io_pins=38
die_h_um=801
initCoreUtil=0.502
die_area_um2=641000

[min_path]
hold_path_class=reg -> reg

[placement]
dp.final_hpwl_um=579000
place.gp.congestion=0.950
numPortBuffers=37
dpl.cell_count=23650

[run]
warning_count=42
cap_violations=0

## final cells by class
cell class / count / area, um^2 / area share
Antenna cell: 94 / 235 / 0.000657
Sequential cell: 8200 / 246000 / 0.687
Multi-Input combinational cell: 6017 / 67500 / 0.188
Tap cell: 8407 / 10500 / 0.0294
Inverter: 7 / 51.3 / 0.000143
Clock inverter: 471 / 4260 / 0.0119
Clock buffer: 1016 / 21500 / 0.0600
Timing Repair Buffer: 1020 / 8000 / 0.0223
## worst register-to-register path: stages, from the launching register on
cell and delay, ns:
edfxtp_1 0.32, mux2i_1 0.12, o221ai_1 0.29, a21oi_1 0.11, o21ai_0 0.71, nand4_1 0.75
buf_4 0.42, or3_1 0.66, nor4b_1 0.86, or4_1 0.21
## routing by layer
| layer | wire length [um] | track usage | vias up |
|---|---|---|---|
| met4 | 44400 | 0.117 | 135 |
| met2 | 418000 | 0.441 | 9940 |
| li1 | - | - | 65681 |
| met1 | 273000 | 0.405 | 80216 |
| met5 | 2030 | 0.0210 | - |
| met3 | 178000 | 0.268 | 1832 |
## report_power, final
group	internal, uW	switching [uW]	total [uW]
registers	15600	14.1	15600
clock network	6910	5320	12200
logic	461	1010	1470
## path summary, 6_finish.rpt
path                                startpoint             endpoint  cells after the start  slack (ns)
setup / recovery                    rd_addr[0]  rd_data2[4]$_DFF_P_                     16       12.20
hold / removal    ram_memory[767][2]$_DFFE_PP_  rd_data2[2]$_DFF_P_                      4        1.18
hold reg to reg   ram_memory[767][2]$_DFFE_PP_  rd_data2[2]$_DFF_P_                      4        1.18
setup reg to reg  ram_memory[857][4]$_DFFE_PP_  rd_data2[4]$_DFF_P_                      9       19.73
## cell usage after synthesis (all sizes together) (23+ instances only)
library cell  count
edfxtp         8192
mux4           1626
nor2           1133
mux2i          1041
buf             611
clkbuf          391
o221ai          292
a21oi           256
a22oi           246
o22ai           218
nand2           181
nor3            133
o21ai           127
nand3           101
mux2             91
a211oi           84
a221oi           66
a22o             46
nor4             43
nand4            31
a211o            28
a2111oi          26
o211ai           24
a31oi            23
## registers in the layout, indices dropped and copies added (netlist names)
signal / count
ram_memory: 8192
rd_data2: 8
## cells by family (layout without fill, tap and decap cells)
kind of cell	after synthesis	after routing	synth area share
flip-flops	8200	8200	0.772
multiplexers	2758	2758	0.151
AND/OR/NAND/NOR	1753	1753	0.0236
AND-OR/OR-AND	1506	1506	0.0338
buffers and inverters	1011	2514	0.0197
other	0	94	0
## stage by stage
| stage | instance area (um^2) | setup slack, ns |
|---|---|---|
| final | 358000 | 12.20 |
| after global routing | 358000 | 11.85 |
| after CTS | 358000 | 12.38 |
| after detailed placement | 332000 | 11.16 |
| after global placement | 332000 | 11.12 |
| after floorplan | 319000 | 16.65 |
