[flow/constraint.sdc]
current_design FIFO

set clk_period 2.0
set clk_io_pct 0.2

create_clock -name clk0 -period $clk_period [get_ports {clk}]

set non_clock_inputs [all_inputs -no_clocks]
set_input_delay [expr $clk_period * $clk_io_pct] -clock clk0 $non_clock_inputs
set_output_delay [expr $clk_period * $clk_io_pct] -clock clk0 [all_outputs]
[flow/design.v]
module FIFO(clk, wr_en, wr_data, full, rd_en, rd_data, empty, rst);
    input clk, wr_en, rd_en, rst;
    input [7:0] wr_data;
    output full, empty;
    output [7:0] rd_data;
    reg [7:0] rd_data2;
    reg [7:0] mem_buffer[31:0];
    reg [5:0] wr_ptr, rd_ptr;
    always @(posedge clk) begin
        if (rst) begin
            wr_ptr <= 0;
            rd_ptr <= 0;
        end
    end
    always @(posedge clk) begin
        if (wr_en & !full & !rst) begin
            mem_buffer[wr_ptr] <= wr_data;
            wr_ptr <= wr_ptr + 1;
        end
    end
    always @(posedge clk) begin
        if (rst) rd_data2 <= 0;
        else begin
            if (rd_en & !empty) begin
                rd_data2 <= mem_buffer[rd_ptr];
                rd_ptr <= rd_ptr + 1;
            end
            else rd_data2 <= rd_data2;
        end
    end
    assign full = (wr_ptr == 6'd32) ? 1:0;
    assign empty = ((rd_ptr <= wr_ptr) & (rd_ptr <= 6'd32)) ? 0:1;
    assign rd_data = rd_data2;
endmodule
[flow/config.mk]
export PLATFORM = sky130hd
export DESIGN_NAME = FIFO
export DESIGN_NICKNAME = FIFO
export VERILOG_FILES = /design/flow/design.v
export SDC_FILE = /design/flow/constraint.sdc
export NUM_CORES = 4
export LEC_CHECK = 1
export CORE_AREA = 10 10 70 70
export DIE_AREA = 0 0 80 80
[flow/run.sh]
#!/bin/bash
# OpenROAD 26Q1-2900-gdf79404cd8, Yosys 0.63+post, stock flow scripts
make -C /OpenROAD-flow-scripts/flow DESIGN_CONFIG=/design/flow/config.mk WORK_HOME=/design/flow/orfs finish
==> Changelog: implementation <==
### Metrics

- Hold Buf Count CTS: 0
- # H-tree levels: 1
- Setup violators final: 0
- Critical Path RT: 1.60 ns
- Critical path arrival: 1.12 ns
- Fin area: 831 µm²
- Die X: 80 µm
- Gr usage total: 3.56%
- Core area: 3420 µm²
- Residual DRC: 0
- Crit-path slowest cell: clkdlybuf4s50_1
- Vias after detailed routing: 343
- CP top delay family: buffers and inverters
- Yosys Warn Count: 25
- Post-synth seq share: 72.6%
- Routed vias/inst: 3.21
- IO Port Bufs: 19
- Vias in the first global route: 360
- Antenna-violating nets left: 0
- Chip Height: 80 µm
- Post-layout period usage: 75.8%
- Max Cap Violations: 0
- Post-Synthesis Cells: 38
- Clock Path Buffers: 2
- Max incr delay on CP: 0.49 ns
- Core Util, Final: 24.3%
- Peak VDD IR: 398 µV
- FP Core Util: 16.2%
- Post-synth regs: 16
- RePlAce Congestion: 0.625
- DR pass1 iterations: 2
- RSZ-0062 raised after global routing: false
- Total CTS buffers: 3
- Yosys stat area: 552 µm²
- Reg2Reg Depth: 2
- Routed len/inst: 10.6 µm
- Pwr dens: 780 nW/µm²
- Detailed Route Iter0 Violations: 24
- Worst hold start: mem_buffer[0][3]
- Worst-path maximum fanout: 2
- Synthesized area: 552 µm²
- Post-CTS setup repair buffer count: 0
- Setup CP Type: flop to output port
- Unique cell type count in the Yosys netlist: 9
- Tool warnings: 25
- Fin Hold WS: 0.491 ns
- Die ar.: 6400 µm²
- Clk latency of the worst-skew pair: 0.28 ns
- CTS tree: built
- R2R Path End: rd_data2[1]
- Inserted Diodes: 0
- Largest net degree at the start of global routing: 10
- GRT Residual Overflow: 0
- Root buf cell: clkbuf_4
- Final Hold Fails: 0
- Clk_skew: 0.00602 ns
- Clk slew on worst S/H paths: 0.09 ns
- Initial antenna violation count: 0
- Hold path depth: 2
- First-pass GRT wire length: 1730 µm
- Fmax: 0.660 GHz
- Worst setup margin: 0.484 ns
- Pre-CTS setup slack: 0.419 ns
- Layout cells sized above 1: 11.5%
- Startpoint of the worst register-to-register path: mem_buffer[0][1]
- Syn_area_per_cell: 14.5 µm²
- Pins over their slew limit: 0
- Fin crit period: 1.52 ns
- Status: finished clean
- Leakage: 0.000319 µW
- Hold Path End: rd_data2[3]
- Placed cell areas: 795 µm²
- Routed WL: 1130 µm
- Yosys Instances: 38
- Critical Path Source Type: flop
- Setup_tns: 0 ns
- Layout area overhead: 50.6%
- Crit path cell chain: clkdlybuf4s50_1
- Rows: 21
- CTS sink cnt: 16
- Critical path endpoint category: output port
- Hold Path Class: flop to flop
- Post-CTS Resized: 0
- Worst Path Buf+Inv: 1
- I/O pin cnt: 22
- R2r setup slk: 1.33 ns
==> sequential cells by signal, indices dropped and copies added (netlist names) <==
register,cells
rd_data2,8
mem_buffer,8
==> power breakdown <==
group | internal (µW) | switching [µW]
Clock | 111 | 94.4
Sequential | 366 | 7.65
Combinational | 48.5 | 20.2
==> metrics by stage <==
step | std cells | total power (µW)
3_5_place_dp | 103 | 451
2_1_floorplan | 39 | 405
3_3_place_gp | 103 | 450
5_1_grt | 107 | 677
4_1_cts | 107 | 655
6_report | 107 | 648
==> layout by cell type, fill, tap and decap left out <==
cell type        count
nor2b_1              1
edfxtp_1             8
clkbuf_4             3
clkdlybuf4s50_1     19
buf_4                3
nor2_1               8
conb_1               2
mux2i_1              8
dfxtp_1              8
clkbuf_8             1
==> cell families after synthesis <==
family                 count (synthesis)  synth area share (%)
DFF                                   16                  72.6
muxes                                  8                  14.5
other                                  1                 0.680
buffers and inverters                  4                  5.67
and+or+nand+nor                        9                  6.58
==> worst max-delay path by stage <==
stage,startpoint,to,slack (ns),cells past startpoint
after CTS,rd_data2[4],rd_data[4],0.46,1
final,rd_data2[4],rd_data[4],0.48,1
after global routing,rd_data2[4],rd_data[4],0.43,1
==> worst reg2reg max path, stage by stage (launching register included) <==
cell      delay, ns
edfxtp_1       0.37
mux2i_1        0.14
nor2_1         0.06
==> Yosys cell counts (all sizes together) <==
| library cell | count | area [µm²] |
|---|---|---|
| dfxtp | 8 | 160 |
| conb | 1 | 3.75 |
| edfxtp | 8 | 240 |
| mux2i | 8 | 80.1 |
| nor2b | 1 | 6.26 |
| buf | 4 | 31.3 |
| nor2 | 8 | 30.0 |
==> layout make-up <==
cell class | instances | area [µm²]
Tap cell | 46 | 57.6
Clock buffer | 4 | 36.3
Multi-Input combinational cell | 19 | 124
Fill cell | 370 | 2580
Sequential cell | 16 | 400
Timing Repair Buffer | 22 | 213
==> per-layer routing <==
metal	vias up	part of all wire (%)	global-route usage, %
li1	172	-	-
met1	153	42	4.27
met2	18	43	5.30
met3	0	15	2.73
met4	0	0	0
met5	-	0	0
No activity file was given, so power comes from the tool's default toggle rates.
