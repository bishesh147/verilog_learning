==> design/flow/design.v <==
module dual_clock_fifo(clk_wr, wr_en, wr_data, full, clk_rd, rd_en, rd_data, empty, rst);
    parameter fifo_depth = 16;
    parameter fifo_width = 8; 
    input wr_en, rd_en, clk_wr, clk_rd, rst;
    input [fifo_width-1:0] wr_data;
    output full, empty;
    output [fifo_width-1:0] rd_data;
    reg [fifo_width-1:0] mem_buffer[0:fifo_depth-1];
    reg [$clog2(fifo_depth):0] wr_ptr, rd_ptr;
    reg [fifo_width-1:0] rd_data2;
    always @(posedge clk_wr) begin
        if (rst) wr_ptr <= 0;
        else begin
            if (wr_en & !full) begin
                mem_buffer[wr_ptr] <= wr_data;
                wr_ptr <= wr_ptr + 1;
            end
        end
    end
    always @(posedge clk_rd) begin
        if (rst) begin
            rd_data2 <= 0;
            rd_ptr <= 0;
        end
        else begin
            if (rd_en & !empty) begin
                rd_data2 <= mem_buffer[rd_ptr];
                rd_ptr <= rd_ptr + 1;
            end
            else rd_data2 <= rd_data2;
        end
    end
    assign full = (wr_ptr == fifo_depth) ? 1:0;
    assign rd_data = rd_data2;
    assign empty = (rd_ptr < wr_ptr) ? 0:1;
endmodule
==> design/flow/run.sh <==
#!/bin/bash
# OpenROAD 26Q1-2900-gdf79404cd8, Yosys 0.63+post, stock flow scripts
make -C /OpenROAD-flow-scripts/flow DESIGN_CONFIG=/design/flow/config.mk WORK_HOME=/design/flow/orfs finish
==> design/flow/config.mk <==
export PLATFORM = sky130hd
export DESIGN_NAME = dual_clock_fifo
export DESIGN_NICKNAME = dual_clock_fifo
export VERILOG_FILES = /design/flow/design.v
export SDC_FILE = /design/flow/constraint.sdc
export NUM_CORES = 4
export LEC_CHECK = 1
export CORE_UTILIZATION = 50
==> design/flow/constraint.sdc <==
current_design dual_clock_fifo

set clk_period 3.6
set clk_io_pct 0.2

create_clock -name clk0 -period $clk_period [get_ports {clk_rd}]
create_clock -name clk1 -period $clk_period [get_ports {clk_wr}]

set non_clock_inputs [all_inputs -no_clocks]
set_input_delay [expr $clk_period * $clk_io_pct] -clock clk0 $non_clock_inputs
set_output_delay [expr $clk_period * $clk_io_pct] -clock clk0 [all_outputs]
==> impl_metrics.env <==
# physical design summary
export IMPL_io_pins=23
export IMPL_internal_power_mw=3.400
export IMPL_edf_count=128
export IMPL_dr_first_iter_drc_count=298
export IMPL_antenna_found_initial=0
export IMPL_dp_cells=491
export IMPL_fp_util_pct=52.42
export IMPL_cp_depth=7
export IMPL_post_place_ws_ns=0.7321
export IMPL_dr_pass1_iters=4
export IMPL_reg2reg_depth=7
export IMPL_via_per_inst=5.801
export IMPL_final_area_um2=6937
export IMPL_coreArea_um2=11080
export IMPL_yosys_area_um2=5807
export IMPL_async_flop_share_pct=0
export IMPL_grt_pass1_wl_mm=17.66
export IMPL_hp_class="flip-flop to flip-flop"
export IMPL_drt_wl_total_mm=11.50
export IMPL_port_buffers=21
export IMPL_grt_start_max_net_pins=23
export IMPL_cts_resized=0
export IMPL_area_growth_synth_to_final_pct=19.46
export IMPL_cp_cell_sequence="inv_1 > ha_1 > a21oi_1 > o21ai_0 > a21o_1 > a21o_1 > clkdlybuf4s50_1"
export IMPL_ys_flop_type="edfxtp_1"
export IMPL_total_power_mw=4.251
export IMPL_irDropWorstVdd_uv=454.9
export IMPL_die_w_um=109.8
export IMPL_setup_viol=0
export IMPL_path_common_cell="a21o_1"
export IMPL_syn_inst=331
export IMPL_whs_ns=0.4701
export IMPL_nFillCells=766
export IMPL_grt_overflow=0
export IMPL_grt_pass1_vias=3151
export IMPL_finalNonFillerCells=527
export IMPL_seq_power_share_pct=44.6
export IMPL_cts_sinks=146
export IMPL_drive_gt1_share_pct=21.96
export IMPL_slew_viol_final=0
export IMPL_ys_warn_count=1
export IMPL_avgSynthCellArea_um2=17.54
export IMPL_worstMarginPinSlew_ns=0.8621
export IMPL_cts_tree="done"
export IMPL_ys_seq_elements=146
export IMPL_wl_per_cell_um=21.82
export IMPL_cts_setup_buffers=0
export IMPL_n_antenna_cell=0
export IMPL_track_usage_pct=23.26
export IMPL_cap_violations=0
export IMPL_hold_path_depth=2
export IMPL_p_switching_uw=850.9
export IMPL_p_comb_share_pct=7.3
export IMPL_cp_max_fo=12
export IMPL_p_clk_share_pct=48.1
export IMPL_num_vias=3057
export IMPL_worstSetupPathType="flip-flop to output pin"
export IMPL_status="finished clean"
export IMPL_critPathTopFamily="AND-OR/OR-AND gates"
export IMPL_cp_num_buf_inv=2
export IMPL_cp_start_kind="flip-flop"
export IMPL_cp_slowest_stage_delay_ns=0.58
export IMPL_ys_types=32
export IMPL_fin_setup_tns_ns=0
export IMPL_finalHoldViolCount=0
export IMPL_cp_end_kind="output pin"
export IMPL_setup_ws_ns=0.3838
export IMPL_crit_arrival_ns=2.50
export IMPL_power_density_nw_per_um2=612.8
export IMPL_slowest_stage="dfxtp_1"
export IMPL_clk_pin_slew_ns=0.06
export IMPL_ys_seq_share_pct=72.40
export IMPL_crit_required_ns=2.88
export IMPL_p_sw_share_pct=20.02
export IMPL_hold_buffers=0
export IMPL_rsz0062_at_grt="no"
export IMPL_slew_headroom_pct=42.53
export IMPL_die_area_um2=12050
export IMPL_yosys_cells=331
export IMPL_leakagePower_nw=2.254
export IMPL_final_core_util_pct=62.62
export IMPL_place_area_um2=6221
export IMPL_fin_skew_ns=0.005322
export IMPL_tool_warnings=29
export IMPL_hpwlAfterDp_mm=7.279
export IMPL_drt_antenna_violating_nets=0
export IMPL_gp_congestion=0.8491
export IMPL_synth_area_um2=5807
export IMPL_drcViolationCount=0
export IMPL_num_rows=38
export IMPL_die_h_um=109.8
-- worst paths after layout --
kind	start	endpoint	slack [ns]
max	wr_ptr[2]	empty	0.38
min	rd_data2[5]	rd_data2[5]	0.47
max reg2reg	wr_ptr[3]	rd_ptr[3]	0.73
min reg2reg	rd_data2[5]	rd_data2[5]	0.47
max in group clk1	wr_ptr[1]	mem_buffer[4][4]	1.19
min in group clk1	wr_ptr[4]	wr_ptr[4]	0.59
-- worst min-delay path, stage by stage, from the launching register on --
cell     delay (ns)
dfxtp_1        0.30
nand3_1        0.06
a21oi_1        0.06
-- final cells by class --
cell class | count | area [um2] | area share [%]
sequential | 146 | 4205 | 60.62
multi-input combinational | 161 | 1468 | 21.16
tap | 140 | 175.2 | 2.525
clock buffer | 22 | 508.0 | 7.323
clock inverter | 14 | 207.7 | 2.994
inverter | 6 | 22.52 | 0.3247
timing repair buffer | 38 | 350.3 | 5.051
-- cell usage after synthesis (2+ instances only) --
| cell | instances | area [um2] |
|---|---|---|
| a21o_1 | 2 | 15.01 |
| a21oi_1 | 11 | 55.05 |
| buf_2 | 6 | 30.03 |
| buf_6 | 3 | 33.78 |
| clkbuf_1 | 6 | 22.52 |
| dfxtp_1 | 18 | 360.4 |
| edfxtp_1 | 128 | 3844 |
| ha_1 | 9 | 112.6 |
| inv_1 | 6 | 22.52 |
| mux2_1 | 2 | 22.52 |
| mux4_2 | 32 | 720.7 |
| nand2_1 | 19 | 71.32 |
| nand2b_1 | 2 | 12.51 |
| nand3_1 | 9 | 45.04 |
| nand4_1 | 3 | 18.77 |
| nor2_1 | 33 | 123.9 |
| nor2b_1 | 3 | 18.77 |
| nor3_1 | 5 | 25.02 |
| o22ai_1 | 16 | 100.1 |
| xnor2_1 | 6 | 52.55 |
-- layout by cell type (no fill, tap or decap), types with 6 or more instances in the layout --
| master | netlist | routed |
|---|---|---|
| nor2_1 | 33 | 33 |
| xnor2_1 | 6 | 6 |
| ha_1 | 9 | 9 |
| edfxtp_1 | 128 | 128 |
| dfxtp_1 | 18 | 17 |
| clkbuf_16 | 0 | 20 |
| inv_1 | 6 | 6 |
| mux4_2 | 32 | 32 |
| o22ai_1 | 16 | 16 |
| clkdlybuf4s50_1 | 0 | 21 |
| buf_4 | 1 | 16 |
| a21oi_1 | 11 | 11 |
| nand2_1 | 19 | 19 |
| nand3_1 | 9 | 9 |
-- state kept, by name, indices dropped and copies added, names as in the netlist --
signal / count
mem_buffer: 128
rd_data2: 8
rd_ptr: 5
wr_ptr: 5
-- kinds of logic after synthesis --
kind of cell             Yosys count  synth area share (%)
AND-OR/OR-AND                     33                 3.512
XOR/XNOR                           6                0.9050
adder cells (fa/ha/maj)            9                 1.939
buffers and inverters             24                 2.327
flip-flops                       146                 72.40
multiplexers                      35                 12.97
AND/OR/NAND/NOR                   78                 5.947
-- power groups by stage --
stage	clock, mW	sequential, mW	combinational, mW
6_report	2.04	1.90	0.310
4_1_cts	2.07	1.90	0.316
5_1_grt	2.15	1.90	0.340
-- layer usage --
metal	track usage, %	part of all wire, %	vias to the layer above
li1	-	-	1385
met1	38.72	43	1511
met2	30.37	44	150
met3	14.20	12	11
met4	3.524	1.3	0
met5	0	0	-
No activity file was given, so power comes from the tool's default toggle rates.
